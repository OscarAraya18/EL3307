==> ./run.sh <==
#!/bin/bash
# OpenROAD 26Q1-2900-gdf79404cd8, Yosys 0.63+post, stock flow scripts
make -C /OpenROAD-flow-scripts/flow DESIGN_CONFIG=/design/flow/config.mk WORK_HOME=/design/flow/orfs finish
==> ./config.mk <==
export PLATFORM = sky130hd
export DESIGN_NAME = hexadecimalLED
export DESIGN_NICKNAME = hexadecimalLED
export VERILOG_FILES = /design/flow/design.v
export SDC_FILE = /design/flow/constraint.sdc
export NUM_CORES = 4
export LEC_CHECK = 1
export CORE_AREA = 10 10 70 70
export DIE_AREA = 0 0 80 80
==> ./constraint.sdc <==
current_design hexadecimalLED

set clk_period 1.1
set clk_io_pct 0.2

create_clock -name clk0 -period $clk_period

set non_clock_inputs [all_inputs -no_clocks]
set_input_delay [expr $clk_period * $clk_io_pct] -clock clk0 $non_clock_inputs
set_output_delay [expr $clk_period * $clk_io_pct] -clock clk0 [all_outputs]
==> ./design.v <==
module hexadecimalLED(numeroMostrar,LED);
  input wire [3:0] numeroMostrar;
  output reg [6:0] LED;
  always @(*) begin
    case(numeroMostrar)
      4'h0: LED[6:0] = 7'b1111110;
      4'h1: LED[6:0] = 7'b0110000;
      4'h2: LED[6:0] = 7'b1101110;
      4'h3: LED[6:0] = 7'b1111001;
      4'h4: LED[6:0] = 7'b0110011;
      4'h5: LED[6:0] = 7'b1011011;
      4'h6: LED[6:0] = 7'b1011111;
      4'h7: LED[6:0] = 7'b1110000;
      4'h8: LED[6:0] = 7'b1111111;
      4'h9: LED[6:0] = 7'b1111011;
      4'ha: LED[6:0] = 7'b1110111;
      4'hb: LED[6:0] = 7'b0011111;
      4'hc: LED[6:0] = 7'b1001110;
      4'hd: LED[6:0] = 7'b0111101;
      4'he: LED[6:0] = 7'b1001111;
      default: LED[6:0] = 7'b1000111; 
    endcase
  end
endmodule
==> flow_metrics.py <==
# Synthesis and PnR figures
metrics = {
    "pwr": {
        "switching_power_mw": 0.0918,
        "power.leakage_nw": 0.278,
        "ir_worst_vdd_mv": 0.115,
        "p_comb_share_pct": 100.0,
        "p_int_mw": 0.133,
        "power_mw": 0.225,
        "swShare_pct": 40.8,
        "clkPwrFrac_pct": 0,
        "powerDensity_nw_per_um2": 325,
        "seq_power_share_pct": 0,
    },
    "final_layout": {
        "lay_top_count": "buf_4",
        "drive_gt1_share_pct": 73.8,
        "lay_top_cells": "buf_4, buf_2, ha_4",
        "fin_area_um2": 692,
        "seqCellArea_um2": 0,
        "nClkBuffers": 0,
        "areaGrowthSynthToFinish_pct": 124,
        "n_fill_cell": 383,
        "flop-count": 0,
    },
    "min_path": {
        "worstHoldPathType": "input pin to output pin",
    },
    "floorplanning": {
        "rows": 21,
        "core-area_um2": 3420,
        "fp_util_pct": 9.05,
        "die_w_um": 80,
        "die_y_um": 80,
        "ios": 11,
        "die-area_um2": 6400,
    },
    "route": {
        "routed_wl_um": 936,
        "wire_per_inst_um": 8.75,
        "ant_nets": 0,
        "drc": 0,
        "via_count": 335,
        "via_per_inst": 3.13,
        "num_antenna_cells": 0,
        "dr.pass1.iters": 2,
        "drtIter0Drc": 7,
    },
    "final_timing": {
        "hold_viol_final": 0,
        "rsz0062_at_grt": "true",
        "fmaxAchievable_ghz": 0.716,
        "slew_headroom_pct": 85.8,
        "setup_viol": 7,
        "finalCritPeriodShare_pct": 127,
        "fin_ws_ns": -0.297,
        "fin_crit_ns": 1.40,
        "slew_viol_final": 0,
        "tightestPinTransition_ns": 0.211,
    },
    "grt": {
        "grt_max_degree": 10,
        "grt_pass1_wl_um": 1640,
        "grt_util_all_layers_pct": 2.96,
        "grt_overflow_total": 0,
        "antenna_found_initial": 0,
        "grt_pass1_vias": 340,
    },
    "placement": {
        "port_buffers": 11,
        "place_hpwl_um": 732,
        "place.gp.congestion": 0.711,
        "placed_cell_area_um2": 588,
    },
    "worst_setup_path": {
        "crit_family": "buffers and inverters",
        "cp_num_buf_inv": 4,
        "required_ns": 0.88,
        "max_stage_delay_ns": 0.24,
        "endpoint_kind": "output pin",
        "critPathMaxFanout": 4,
        "arrival_ns": 1.18,
        "cp_slowest_cell": "or2b_1",
        "cp-start-kind": "input pin",
        "cp_cell_sequence": "buf_12, inv_8, ha_4, or2b_1, buf_4, a31o_1, buf_2",
        "crit_type": "input pin to output pin",
    },
    "synthesis": {
        "yosys_area_um2": 309,
        "ys_seq_share_pct": 0,
        "syn-instance-count": 36,
        "synth_area_um2": 309,
        "ys_cells": 36,
        "synth_area_per_cell_um2": 8.58,
        "yosysWarnings": 1,
        "ys_types": 20,
    },
    "run": {
        "drv_cap": 0,
        "tool_warnings": 41,
    },
    "run_status": {
        "violations": "setup timing",
        "outcome": "complete, but fails checks",
    },
    "cts": {
        "cts_hold_buf": 0,
    },
}
==> logic make-up (layout without fill, tap and decap cells) <==
kind of cell,after synthesis,in the layout,synth area share (%)
muxes,3,3,14.6
adders and majority gates,8,8,32.4
AOI/OAI and AO/OA,7,7,18.2
xor gates and xnor gates,1,1,2.83
buffers and inverters,8,33,13.4
and+or+nand+nor,9,9,18.6
==> Yosys cell counts <==
master / count / area (um^2)
mux2_2: 2 / 22.5
nand2b_1: 3 / 18.8
a31o_1: 1 / 8.76
mux4_2: 1 / 22.5
a32oi_1: 1 / 8.76
nor3_1: 1 / 5.00
nor4_1: 1 / 6.26
inv_1: 5 / 18.8
o22a_1: 1 / 8.76
and3b_1: 1 / 8.76
a221oi_2: 1 / 15.0
nor2_1: 1 / 3.75
or2b_1: 1 / 7.51
and2b_1: 1 / 7.51
a21oi_1: 3 / 15.0
xnor2_1: 1 / 8.76
ha_1: 8 / 100
inv_2: 1 / 3.75
buf_6: 1 / 11.3
buf_4: 1 / 7.51
==> repair_timing <==
item,4_1_cts,5_1_grt
gates resized,57,10
buffers inserted,3,3
pin swaps,11,2
setup endpoints to repair,7,7
==> power groups by stage <==
| stage | Sequential [mW] | Clock (mW) | Combinational, mW |
|---|---|---|---|
| finish | 0 | 0 | 0.225 |
| global route | 0 | 0 | 0.250 |
| CTS | 0 | 0 | 0.214 |
==> metrics by stage <==
step | instances | setup slack (ns) | TNS (ns) | utilization, % | hold slack [ns]
after global routing | 107 | -0.348 | -1.90 | 20.3 | 0.925
after CTS | 105 | -0.397 | -2.29 | 19.5 | 0.911
after global placement | 102 | -1.20 | -7.90 | 17.2 | 1.67
after detailed placement | 102 | -1.21 | -8.01 | 17.2 | 1.67
final | 107 | -0.297 | -1.54 | 20.3 | 0.877
after floorplan | 36 | 0.00607 | 0 | - | 0.555
==> tightest hold or removal path, stage by stage <==
cell    delay (ns)
buf_2         0.19
a31o_1        0.16
buf_2         0.09
==> layout make-up <==
cell class	instances	area (um^2)	area share, %
Multi-Input combinational cell	28	378	54.6
Timing Repair Buffer	27	219	31.6
Inverter	6	37.5	5.42
Tap cell	46	57.6	8.32
==> layer usage <==
layer / share of wire, % / GRT usage (%)
met5: 0 / 0
met1: 48 / 4.37
met4: 0 / 0
met3: 9.5 / 0.795
met2: 43 / 4.41
==> path summary, 6_finish.rpt <==
| kind | startpoint | cells after the start | slack (ns) | end |
|---|---|---|---|---|
| max | numeroMostrar[1] | 7 | -0.30 | LED[5] |
| min | numeroMostrar[2] | 3 | 0.88 | LED[5] |
Power figures rest on the tool's default switching activity, not on a simulated workload.
